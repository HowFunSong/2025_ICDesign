<file path="flow/config.mk">
export PLATFORM = sky130hd
export DESIGN_NAME = LCD_CTRL
export DESIGN_NICKNAME = LCD_CTRL
export VERILOG_FILES = /design/flow/design.v
export SDC_FILE = /design/flow/constraint.sdc
export NUM_CORES = 4
export LEC_CHECK = 1
export CORE_AREA = 10 10 70 70
export DIE_AREA = 0 0 80 80
</file>
<file path="flow/constraint.sdc">
current_design LCD_CTRL

set clk_period 2.3
set clk_io_pct 0.2

create_clock -name clk0 -period $clk_period [get_ports {clk}]

set non_clock_inputs [all_inputs -no_clocks]
set_input_delay [expr $clk_period * $clk_io_pct] -clock clk0 $non_clock_inputs
set_output_delay [expr $clk_period * $clk_io_pct] -clock clk0 [all_outputs]
</file>
<file path="flow/design.v">
module LCD_CTRL(
    input           clk,
    input           rst,
    input  [3:0]    cmd, 
    input           cmd_valid, 
    input  [7:0]    IROM_Q,     
    output reg      IROM_rd,    
    output reg [5:0] IROM_A,     
    output reg      IRAM_ceb,   
    output reg      IRAM_web,   
    output reg [7:0] IRAM_D,     
    output reg [5:0] IRAM_A,     
    input  [7:0]    IRAM_Q,     
    output          busy,
    output          done
);
parameter IDLE        = 0;
parameter READY       = 1; 
parameter FETCH       = 2;
parameter OFFSET_ORGN = 3;
parameter PROCESS     = 4;
parameter UPDATE      = 5; 
parameter SAVE_TORAM  = 6;
parameter DONE        = 7;
reg [3:0] current_state, next_state;  
reg [7:0] CACHE [0:63];
reg [6:0] rom_addr_cnt;       
reg [6:0] cache_write_addr;
reg [6:0] ram_sw_counter;     
reg [6:0] cache_read_addr;
reg [3:0] op_x, op_y;
reg [7:0] kernel_result;
assign done = (current_state == DONE);
assign busy = (current_state != OFFSET_ORGN);
always @(*) begin
    case(current_state)
        IDLE : next_state = READY;
        READY: next_state = FETCH;
        FETCH: begin
            if (rom_addr_cnt == 7'd65)
                next_state = OFFSET_ORGN;
            else
                next_state = FETCH;
        end
        OFFSET_ORGN: begin
            if (cmd_valid) begin
                case(cmd)
                    4'd0: next_state = SAVE_TORAM;   
                    4'd1: next_state = OFFSET_ORGN;  
                    4'd2: next_state = OFFSET_ORGN;
                    4'd3: next_state = OFFSET_ORGN;
                    4'd4: next_state = OFFSET_ORGN;
                    4'd5: next_state = PROCESS;      
                    4'd6: next_state = PROCESS;      
                    4'd7: next_state = PROCESS;      
                    default: next_state = OFFSET_ORGN;
                endcase
            end else begin
                next_state = OFFSET_ORGN;
            end
        end
        PROCESS: next_state = UPDATE;
        UPDATE: next_state = OFFSET_ORGN;
        SAVE_TORAM: begin
            if (ram_sw_counter == 7'd65)
                next_state = DONE;
            else
                next_state = SAVE_TORAM;
        end
        DONE: next_state = DONE;
        default: next_state = READY;
    endcase
end
integer idx;
always @(posedge clk or posedge rst) begin
    if (rst) begin
        current_state <= IDLE;
    end 
    else begin
        current_state <= next_state;
    end
end
reg [7:0] temp;
reg [15:0] sum;
integer i, j, idx_local;
always @(posedge clk or posedge rst) begin
    if (rst) begin
        rom_addr_cnt     <= 7'd0;
        cache_write_addr <= 7'd0;
        cache_read_addr  <= 7'd0;
        op_x             <= 4'd4;
        op_y             <= 4'd4;
        kernel_result    <= 8'd0;
        ram_sw_counter   <= 7'd0;
        for (idx = 0; idx < 64; idx = idx + 1) begin
            CACHE[idx] <= 8'd0;
        end
        IROM_rd   <= 1'b0;
        IROM_A    <= 6'd0;
        IRAM_ceb  <= 1'b0;
        IRAM_web  <= 1'b1;   
        IRAM_D    <= 8'd0;
        IRAM_A    <= 6'd0;
    end else begin
        case(current_state)
            IDLE : ;
            READY: begin
                IROM_rd <= 1'b1;
            end
            FETCH: begin
                IROM_A  <= rom_addr_cnt;
                cache_write_addr <= rom_addr_cnt;
            end
            OFFSET_ORGN: begin
                IROM_rd <= 1'b0;  
                case(cmd)
                    4'd1: if (op_y > 4'd2) op_y <= op_y - 1;  
                    4'd2: if (op_y < 4'd6) op_y <= op_y + 1;  
                    4'd3: if (op_x > 4'd2) op_x <= op_x - 1;  
                    4'd4: if (op_x < 4'd6) op_x <= op_x + 1;  
                    default: ;
                endcase
            end
            PROCESS: begin
                case(cmd)
                    4'd5: begin  
                        temp = CACHE[(op_y - 2)*8 + (op_x - 2)];
                        for (j = -2; j < 2; j = j + 1) begin
                            for (i = -2; i < 2; i = i + 1) begin
                                idx_local = (op_y + j)*8 + (op_x + i);
                                if (CACHE[idx_local] > temp)
                                    temp = CACHE[idx_local];
                            end
                        end
                        kernel_result <= temp;
                    end
                    4'd6: begin  
                        temp = CACHE[(op_y - 2)*8 + (op_x - 2)];
                        for (j = -2; j < 2; j = j + 1) begin
                            for (i = -2; i < 2; i = i + 1) begin
                                idx_local = (op_y + j)*8 + (op_x + i);
                                if (CACHE[idx_local] < temp)
                                    temp = CACHE[idx_local];
                            end
                        end
                        kernel_result <= temp;
                    end
                    4'd7: begin  
                        sum = 0;
                        for (j = -2; j < 2; j = j + 1) begin
                            for (i = -2; i < 2; i = i + 1) begin
                                idx_local = (op_y + j)*8 + (op_x + i);
                                sum = sum + CACHE[idx_local];
                            end
                        end
                        kernel_result <= sum / 16;
                    end
                    default: kernel_result <= 8'd0;
                endcase
            end
            UPDATE: begin
                for (j = -2; j < 2; j = j + 1) begin
                    for (i = -2; i < 2; i = i + 1) begin
                        CACHE[(op_y + j)*8 + (op_x + i)] <= kernel_result;
                    end
                end
            end
            SAVE_TORAM: begin
                IRAM_ceb <= 1'b1;
                IRAM_web <= 1'b0;  
                if (ram_sw_counter-1 < 64) begin
                    IRAM_A   <= ram_sw_counter-1;
                    IRAM_D   <= CACHE[ram_sw_counter-1];
                end
            end
            DONE: begin
                IRAM_ceb <= 1'b0;
                IRAM_web <= 1'b1;  
            end
            default: ;
        endcase
    end
end
always @(negedge clk) begin
    if (current_state == FETCH && IROM_rd && (cache_write_addr > 0)) begin
        CACHE[cache_write_addr-1] <= IROM_Q;
    end
    if (current_state == FETCH && IROM_rd)
        rom_addr_cnt <= rom_addr_cnt + 1;
end
always @(negedge clk) begin
    if (current_state == SAVE_TORAM) begin
        ram_sw_counter <= ram_sw_counter + 1;
    end
end
endmodule
</file>
<file path="flow/run.sh">
#!/bin/bash
# OpenROAD 26Q1-2900-gdf79404cd8, Yosys 0.63+post, stock flow scripts
make -C /OpenROAD-flow-scripts/flow DESIGN_CONFIG=/design/flow/config.mk WORK_HOME=/design/flow/orfs finish
</file>
==> metrics.cfg <==
[logic_synthesis]
synth_cell_types = 18
topCellsByArea = buf_4 (34%), dfrtp_1 (28%), dfstp_2 (5.9%), a21oi_1 (3.4%), o21a_1 (3.4%)
yosysChipArea_um2 = 442
largest_area_cell = buf_4
synth-seq-cells = 6
postSynthSeqShare = 0.343
yosysWarnings = 542
yosysCellCount = 50
netlist.area_leader.share = 0.340
syn_avg_cell_area_um2 = 8.83
synthCells = 50
synth_area_um2 = 442

[sta]
timing.final.crit_period_ns = 1.93
holdWs_ns = 0.423
max_freq_mhz = 518
setup_viol_count_final = 0
hold_viol = 0
finalClockPeriodUsage = 0.840
rsz0062_at_grt = no
fin_tns_setup_ns = 0
drv_slew = 0
skew_ns = 0.00472

[power]
vdd_ir_drop_max_v = 0.000291
p_seq_frac = 0.426
pwr-share-clk = 0.233
p_int_mw = 0.324
p_comb_frac = 0.342
swShare = 0.291
p_sw_mw = 0.133
pwr_density_cell_mw_per_mm2 = 821
p_leak_nw = 0.254
finalPower_mw = 0.457

[worst_setup_path]
path_delay_family = buffers and inverters
cp-start-kind = register
crit_path_end_kind = primary output
r2r_end = current_state[2]
rrSetupSlack_ns = 1.29
worstSetupPathType = register to primary output
crit_top_cell = inv_1
worstPathArrival_ns = 1.47
timing.rr.start = current_state[0]
reg2reg_depth = 2
crit_fanout = 7
max_stage_delay_ns = 0.46
critPathSlowestCell = clkdlybuf4s50_1
crit_buf_inv = 3
crit_chain = inv_1 -> and3_1 -> inv_1 -> clkdlybuf4s50_1
required_ns = 1.84

[clocking]
clk_pin_slew_ns = 0.05
cts_resized = 0
htree_num_levels = 1
cts_tree = yes
cts.path.max_buffers = 2
postCtsHoldBufs = 0
cts_setup_buffers = 0
clk_latency_ns = 0.25
cts_buffers = 3
numClockSinks = 6
ctsRootBufferMaster = clkbuf_4

[layout]
final_cell_mix = conb_1 (20), clkdlybuf4s50_1 (11), dfrtp_1 (5)
regArea_um2 = 151
comb_area_um2 = 200
fillers = 384
layout_top_cell = conb_1
drive_gt1_frac = 0.0938
synthToLayoutAreaGrowth_pct = 26.1

[die]
die_height_um = 80
core_mm2 = 0.00342
ios = 48
fp_util = 0.129
rows = 21
die_area_mm2 = 0.00640
die_w_um = 80

[route]
drc = 0
drt-pass1-iter-count = 4
wl_per_cell_um = 8.97
drtIter0Drc = 9
vias = 318
viasPerCell = 2.89
postRouteAntennaNets = 0
drt_wl_total_um = 987
antennaDiodeCount = 0

[grt]
grt.total_usage = 0.0292
antenna_found_initial = 0
grt_start_max_net_pins = 8
grt_pass1_vias = 348
grt_pass1_wl_um = 1500
overflow = 0

[hold_path]
hp-class = primary input to asynchronous set/reset pin

[placed_design]
port_buffers = 11
hpwl_um = 836
gp_congestion = 0.716

[flow_run]
maxCapViolCount = 0
warnings = 41

[run_status]
status = finished clean

==> per-layer routing <==
metal,share of wire,global-route usage,vias up
li1,-,-,151
met1,0.40,0.0315,143
met2,0.42,0.0433,24
met3,0.18,0.0273,0
met4,0,0.00176,0
met5,0,0,-
==> flip-flops by register name (all words and copies together), names as in the netlist <==
name	flops
current_state	3
IRAM_ceb	1
IRAM_web	1
IROM_rd	1
==> through the flow <==
stage	cell area [um^2]	instances	worst slack, ns	utilization
CTS	557	110	0.356	0.163
finish	557	110	0.368	0.163
global placement	531	106	0.651	0.155
floorplan	513	69	1.13	-
global route	557	110	0.276	0.163
detailed placement	531	106	0.629	0.155
==> power by group through the flow <==
| stage | clock network [mW] | logic, mW | registers (mW) |
|---|---|---|---|
| after global routing | 0.114 | 0.178 | 0.202 |
| final | 0.106 | 0.156 | 0.195 |
| after CTS | 0.107 | 0.161 | 0.192 |
==> Yosys cell counts <==
library cell,instances
buf_4,20
dfrtp_1,5
a21oi_1,3
inv_1,3
nor2_1,3
and3_1,2
nand2_1,2
o21a_1,2
a21boi_2,1
a21o_1,1
a31oi_1,1
conb_1,1
dfstp_2,1
mux2_1,1
nor2b_1,1
o21ai_0,1
o21ai_1,1
or3_4,1
==> worst reg2reg max path: cells and delay by family, from the launching register on <==
family             cells  cell delay, ns
AOI/OAI and AO/OA      1            0.10
DFF                    1            0.45
muxes                  1            0.35
==> final cells by class <==
class	count	share of cell area
Clock buffer	4	0.0472
Inverter	3	0.0202
Multi-Input combinational cell	40	0.360
Sequential cell	6	0.272
Tap cell	46	0.103
Timing Repair Buffer	11	0.198
==> cell families (layout without fill, tap and decap cells) <==
| kind of cell | Yosys count | count (layout) | synth area share |
|---|---|---|---|
| buf+inv | 23 | 18 | 0.365 |
| mux | 1 | 1 | 0.0255 |
| flops | 6 | 6 | 0.343 |
| simple gates | 9 | 9 | 0.110 |
| other cells | 1 | 20 | 0.00849 |
| compound gates | 10 | 10 | 0.147 |
==> how the worst max path moves through the flow <==
stage                     from  cells after the start  endpoint
CTS           current_state[2]                      4      busy
finish        current_state[2]                      4      busy
global route  current_state[2]                      4      busy
Power is estimated from default activity; no workload was simulated.
